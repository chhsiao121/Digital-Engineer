### flow/design.v
module question2 (
    input clk,
    input rst_n,
    output reg [4:0] H_reg,
    output reg [5:0] M_reg,
    output reg [5:0] S_reg
);
    always @(posedge clk or negedge rst_n) begin
        if (!rst_n) S_reg <= 0;
        else if (S_reg == 6'd59) S_reg <= 0;
        else S_reg <= S_reg + 1;
    end
    always @(posedge clk or negedge rst_n) begin
        if (!rst_n) M_reg <= 0;
        else if (S_reg == 6'd59) begin
            if (M_reg == 6'd59) M_reg <= 0;
            else M_reg <= M_reg + 1;
        end
    end
    always @(posedge clk or negedge rst_n) begin
        if (!rst_n) H_reg <= 0;
        else if (S_reg == 6'd59 && M_reg == 6'd59) begin
            if (H_reg == 5'd23) H_reg <= 0;
            else H_reg <= H_reg + 1;
        end
    end
endmodule
### flow/run.sh
#!/bin/bash
# OpenROAD 26Q1-2900-gdf79404cd8, Yosys 0.63+post, stock flow scripts
make -C /OpenROAD-flow-scripts/flow DESIGN_CONFIG=/design/flow/config.mk WORK_HOME=/design/flow/orfs finish
### flow/config.mk
export PLATFORM = sky130hd
export DESIGN_NAME = question2
export DESIGN_NICKNAME = question2
export VERILOG_FILES = /design/flow/design.v
export SDC_FILE = /design/flow/constraint.sdc
export NUM_CORES = 4
export LEC_CHECK = 1
export CORE_AREA = 10 10 93 93
export DIE_AREA = 0 0 103 103
### flow/constraint.sdc
current_design question2

set clk_period 2.7
set clk_io_pct 0.2

create_clock -name clk0 -period $clk_period [get_ports {clk}]

set non_clock_inputs [all_inputs -no_clocks]
set_input_delay [expr $clk_period * $clk_io_pct] -clock clk0 $non_clock_inputs
set_output_delay [expr $clk_period * $clk_io_pct] -clock clk0 [all_outputs]
==> flow_summary.ini <==
; flow metrics
[status]
status = finished clean

[placement]
dpl.hpwl_mm = 1.51
routabilityCongestion = 0.807
dp.cells = 177
dpl_worst_slack_ns = 0.896
io_buffers = 18
dpl-instance-area_mm2 = 0.00112

[hold_path]
hp-start = S_reg[0]$_DFF_PN0_
hp-class = reg -> reg
hold_end = S_reg[0]$_DFF_PN0_
worstHoldPathCells = 1

[detailed_routing]
via_count = 670
wl_per_cell_um = 11.2
drc = 0
routed_wl_mm = 2.03
drt_pass1_iterations = 4
routed_via_density = 3.70
ant_nets = 0
drtIter0Drc = 59
antenna_cells = 0

[global_route]
grt_antenna_before_repair = 0
overflow = 0
grt_pass1_wl_mm = 3.17
grt_max_degree = 18
first_global_vias = 631
track_usage = 0.0377

[power_and_ir_drop]
fin_total_pwr_mw = 0.449
vdd_drop_max_uv = 169
power_density_mw_per_mm2 = 384
leakagePower_nw = 0.501

[critical_path]
r2r_cells = 5
cp-start-kind = flop
r2r_setup_slack_ns = 0.87
critPathRequiredTime_ns = 2.16
slowest_delay_ns = 0.54
cp-end-kind = output port
cpMaxStageDelayCell = clkdlybuf4s50_1
crit_arrival_ns = 1.32
crit_family = buffers and inverters
path_buffers = 1
r2r-start = M_reg[1]$_DFFE_PN0N_
critPathMaxFanout = 10
path_class = reg -> out
crit_chain = clkdlybuf4s50_1
rr_endpoint = H_reg[4]$_DFFE_PN0P_

[timing]
tns_ns = 0
slew_violations = 0
post-route-min-period_ns = 1.86
rsz0062_at_grt = no
worst-slew-pin-transition_ns = 0.756
skew_ns = 0.00141
finalHoldViolations = 0
slew_headroom = 0.494
period_used_share = 0.688
fmax_ghz = 0.538
setup_viol = 0
final.setup.worst_slack_ns = 0.843
hold_slack_ns = 0.524

[run]
cap_violations = 0
warnings = 25

[logic_synthesis]
yosys.area_share.xor_xnor = 0.0305
ys_area_um2 = 862
syn_inst = 81
fa_ha_area_frac = 0.0435
async_reset_ff_frac = 1.00
top_area_cell = dfrtp_1
yosysUniqueCellTypes = 30
syn_area_per_cell_um2 = 10.6
simple_gate_area_frac = 0.199
synthTopLogicFamily = simple AND/OR/NAND/NOR gates
ys_cells = 81
synth.area.top_cells = dfrtp_1, o21ai_0, nand2_1
ys.flops = 17
postSynthSeqShare = 0.493
syn_area_um2 = 862
top_area_frac = 0.493
synthFlopType = dfrtp_1
edf_count = 0
mux_share = 0.0726
yosys_warnings = 1
ys_sh_aoi = 0.131

[cts]
numCtsBuffers = 3
cts_sinks = 17
cts_tree = done
ctsHoldBuffers = 0
clk_pin_slew_ns = 0.06
htree_levels = 1
clkLatencyLatePin_ns = 0.25
cts-resized-gates = 0
cts_root_buf = clkbuf_8
clock_path_buffers = 2
post_cts_buffers = 0

[layout]
fin_area_mm2 = 0.00117
fillCellCount = 753
layout-drive-gt1-share = 0.109
layoutNonFillerInstCount = 181
area_growth_pct = 35.6
postLayoutCoreUtil = 0.173

[floorplanning]
chip_area_mm2 = 0.0106
rows = 30
num_io_pins = 19
die_x_um = 103
coreArea_mm2 = 0.00676
floorplan.core_util = 0.128
die_h_um = 103
[cells in the mapped netlist (2+ instances only)]
cell type / n
mux2_2: 2
nand4_1: 2
o21ai_0: 9
buf_6: 2
dfrtp_1: 17
and3_1: 2
nand3_1: 3
a21oi_1: 3
ha_1: 3
o211ai_1: 2
nor2_1: 4
xnor2_1: 2
nand2_1: 12
mux2_4: 2
[final cells by class]
cell class | count | area, um2 | area share
Clock buffer | 4 | 45.0 | 0.0385
Multi-Input combinational cell | 61 | 410 | 0.351
Sequential cell | 17 | 425 | 0.364
Tap cell | 80 | 100 | 0.0857
Timing Repair Buffer | 19 | 188 | 0.161
[cell usage in the layout, fill, tap and decap left out, drive strengths merged]
cell type	synthesis	layout
a211oi	1	1
a21o	1	1
a21oi	3	3
a22o	1	1
a31oi	1	1
and2	1	1
and3	3	3
and4b	2	2
buf	2	1
clkbuf	1	4
clkdlybuf4s50	0	18
dfrtp	17	17
ha	3	3
mux2	4	4
mux2i	1	1
nand2	12	12
nand3	3	3
nand4	3	3
nor2	4	4
nor2b	1	1
nor3	1	1
o211ai	2	2
o21ai	9	9
o31ai	1	1
or3	1	1
xnor2	2	2
xor2	1	1
[per-layer routing]
layer	track usage	share of wire	wire, um	vias to the layer above
li1	-	-	-	334
met1	0.0488	0.45	921	315
met2	0.0556	0.41	841	19
met3	0.0223	0.13	254	2
met4	0.00214	0.0064	13	0
met5	0	0	0	-
[worst max-delay path by stage]
stage | depth (start not counted) | to | start | slack [ns]
4_1_cts | 1 | S_reg[2] | S_reg[2]$_DFF_PN0_ | 0.81
5_1_grt | 1 | S_reg[2] | S_reg[2]$_DFF_PN0_ | 0.77
6_report | 1 | S_reg[2] | S_reg[2]$_DFF_PN0_ | 0.84
[worst register-to-register path, delay by kind of cell (launching register included)]
kind | cells | cell delay (ns)
multiplexers | 1 | 0.29
flip-flops | 1 | 0.40
adder cells (fa/ha/maj) | 1 | 0.24
AND/OR/NAND/NOR | 3 | 0.79
[cells by family (layout without fill, tap and decap cells)]
logic type | after synthesis | count (layout)
XOR/XNOR | 3 | 3
AND/OR/NAND/NOR | 31 | 31
multiplexers | 5 | 5
flip-flops | 17 | 17
buffers and inverters | 3 | 23
AND-OR/OR-AND | 19 | 19
adder cells (fa/ha/maj) | 3 | 3
[power by group]
group          switching, mW  leakage, nW  internal, mW
clock network         0.0834       0.0228         0.105
logic                0.00474        0.251       0.00127
registers                  0        0.228         0.255
total                 0.0881        0.501         0.361
Power figures rest on the tool's default switching activity, not on a simulated workload.
