## flow/run.sh

```bash
#!/bin/bash
# OpenROAD 26Q1-2900-gdf79404cd8, Yosys 0.63+post, stock flow scripts
make -C /OpenROAD-flow-scripts/flow DESIGN_CONFIG=/design/flow/config.mk WORK_HOME=/design/flow/orfs finish
```

## flow/config.mk

```make
export PLATFORM = sky130hd
export DESIGN_NAME = signal_generator
export DESIGN_NICKNAME = signal_generator
export VERILOG_FILES = /design/flow/design.v
export SDC_FILE = /design/flow/constraint.sdc
export NUM_CORES = 4
export LEC_CHECK = 1
export CORE_AREA = 10 10 85 85
export DIE_AREA = 0 0 95 95
```

## flow/constraint.sdc

```tcl
current_design signal_generator

set clk_period 2.7
set clk_io_pct 0.2

create_clock -name clk0 -period $clk_period [get_ports {clk}]

set non_clock_inputs [all_inputs -no_clocks]
set_input_delay [expr $clk_period * $clk_io_pct] -clock clk0 $non_clock_inputs
set_output_delay [expr $clk_period * $clk_io_pct] -clock clk0 [all_outputs]
```

## flow/design.v

```verilog
`timescale 1ns / 1ns
module signal_generator (
    input clk,
    input rst_n,
    input [1:0] wave_choise,
    output reg [4:0] wave
);
    reg [4:0] cnt, wave_d;
    reg flag_for3;
    always @(posedge clk or negedge rst_n) begin
        if (!rst_n) wave <= 0;
        else begin
            wave <= wave_d;
        end
    end
    always @(posedge clk or negedge rst_n) begin
        if (!rst_n) cnt <= 0;
        else begin
            case (wave_choise)
                2'd0: begin
                    if (cnt == 5'd19) cnt <= 0;
                    else cnt <= cnt + 1;
                end
                default: cnt <= 0;
            endcase
        end
    end
    always @(posedge clk or negedge rst_n) begin
        if (!rst_n) flag_for3 <= 1;
        else if (wave_choise == 2'd2) begin
            if (wave == 5'd19 || wave == 5'd20) flag_for3 <= 1;
            else if (wave == 5'd1 || wave == 5'd0) flag_for3 <= 0;
        end
    end
    always @(*) begin
        case (wave_choise)
            2'd0: begin
                if (cnt == 5'd19) wave_d = 0;
                else if (cnt == 5'd9) wave_d = 5'd20;
                else wave_d = wave;
            end
            2'd1: wave_d = (wave == 5'd20) ? 0 : wave + 1;
            2'd2: wave_d = (flag_for3) ? wave - 1 : wave + 1;
        endcase
    end
endmodule
```

==> results_tabular.tex <==
% Table of physical implementation metrics
\begin{tabular}{lr}
\hline
Metric & Value \\
\hline
\multicolumn{2}{l}{\textbf{Die}} \\
\quad \# rows & 27 \\
\quad Placeable core region & $\sim$5500 µm² \\
\quad Chip Footprint & around 9000 µm² \\
\quad Top-Level Pins & 9 \\
\quad Starting density of the core & 0.174 \\
\quad Die X & 95 µm \\
\quad Vertical die dimension & about 95 µm \\
\multicolumn{2}{l}{\textbf{Setup path}} \\
\quad Family with the most delay on the worst path & flip-flops \\
\quad Biggest cell delay along the critical path & between 0.5 and 0.6 ns \\
\quad Maximum fanout along the worst path & 11 \\
\quad Cell-by-cell listing of the critical path & clkdlybuf4s50\_1 \\
\quad Required time reported for the critical path endpoint & between 2 and 2.5 ns \\
\quad Startpoint-to-endpoint class of the critical path & register to primary output \\
\quad Endpoint class of the critical path & primary output \\
\quad CP Data Arrival Time & 1.35 ns \\
\quad Startpoint type of the worst setup path & register \\
\quad Crit path buf inv count & 1 \\
\quad Slowest stage cell, crit path & sky130\_fd\_sc\_hd\_\_dfrtp\_1 \\
\multicolumn{2}{l}{\textbf{STA}} \\
\quad FMAX & 0.528 GHz \\
\quad Post-layout minimum cycle time & about 1.9 ns \\
\quad Setup Total Neg Slack & 0 ns \\
\quad Final slew viol count & 0 \\
\quad Final Worst Setup Slack & just over 0.8 ns \\
\quad Number of register pins that no clock reaches & 5 \\
\quad Setup repair after global routing missed its margin & false \\
\quad Largest clock skew in the final design & between 0.003 and 0.004 ns \\
\quad Count of endpoints failing setup in the final report & 0 \\
\quad Number of failing hold endpoints at the final stage & 0 \\
\quad Worst slew margin relative to its limit & 0.645 \\
\quad Slew @ Worst Pin & $\sim$0.53 ns \\
\quad Endpoints left unconstrained & 10 \\
\quad Cycle use final & 0.702 \\
\multicolumn{2}{l}{\textbf{Logic synthesis}} \\
\quad Post-synth regs & 16 \\
\quad Cell taking the most area after synthesis & sky130\_fd\_sc\_hd\_\_dfrtp\_1 \\
\quad \# Cells Yosys & 99 \\
\quad Distinct cell type count after synthesis & 38 \\
\quad Synth warnings & 1 \\
\quad Primary flip-flop cell chosen by synthesis mapping & sky130\_fd\_sc\_hd\_\_dfrtp\_1 \\
\quad Syn Std Cell Area & 950 µm² \\
\quad Post-synthesis instance total & $\sim$99 \\
\quad Area share of the leading cell type in the synthesized netlist & 0.264 \\
\quad Share of async-settable or async-resettable flops after synthesis & 0.688 \\
\quad Avg Synthesized Cell Area & 9.59 µm² \\
\quad Top post-synthesis cells by area & sky130\_fd\_sc\_hd\_\_dfrtp\_1 (26\%), sky130\_fd\_sc\_hd\_\_ha\_1 (13\%), sky130\_fd\_sc\_hd\_\_dlxtn\_1 (7.9\%), sky130\_fd\_sc\_hd\_\_inv\_1 (4.0\%), sky130\_fd\_sc\_hd\_\_mux2i\_1 (3.2\%) \\
\quad Yosys-reported design area after synthesis & between 900 and 1000 µm² \\
\quad List of most frequent post-synthesis cells & sky130\_fd\_sc\_hd\_\_dfrtp\_1 (10), sky130\_fd\_sc\_hd\_\_ha\_1 (10), sky130\_fd\_sc\_hd\_\_inv\_1 (10) \\
\quad Number of enable-type register cells in the synthesized netlist & 0 \\
\multicolumn{2}{l}{\textbf{Global routing}} \\
\quad Maximum number of pins on one net before global-route repair & 13 \\
\quad Vias in the first global route & approximately 730 \\
\quad Total congestion overflow & 0 \\
\quad GRT Resource Usage Total & 0.0456 \\
\quad Initial antenna violation count & 0 \\
\quad Wire length of the first global-routing pass & 3.47 mm \\
\multicolumn{2}{l}{\textbf{Placement}} \\
\quad Placer congestion estimate & around 0.90 \\
\quad Count of buffers from port buffering & 8 \\
\quad HPWL Detailed & $\sim$1.5 mm \\
\quad Post-placement worst setup slack & 0.774 ns \\
\multicolumn{2}{l}{\textbf{Power}} \\
\quad PwrDens & between 300 and 400 nW/µm² \\
\quad Static leakage & $\sim$0.45 nW \\
\quad Worst IR Drop VDD & 0.177 mV \\
\multicolumn{2}{l}{\textbf{Flow run}} \\
\quad Max Cap Viol & 0 \\
\quad Number of warnings in the stage logs & 32 \\
\multicolumn{2}{l}{\textbf{Min path}} \\
\quad Min-delay worst type & register to register \\
\multicolumn{2}{l}{\textbf{Detailed routing}} \\
\quad Sum of routed wire length over all layers & $\sim$1.9 mm \\
\quad Initial DRC Count & 34 \\
\quad Antenna cell count & 0 \\
\quad Routed via count & 744 \\
\quad Average wire per standard cell & between 10 and 15 µm \\
\quad Final antenna-violating net count & 0 \\
\quad Number of design rule violations left after detail routing & 0 \\
\quad Drt first pass iters & 4 \\
\quad Routed vias/inst & roughly 4.1 \\
\multicolumn{2}{l}{\textbf{CTS}} \\
\quad Number of buffers created by CTS & 3 \\
\quad CTS tree & done \\
\quad Hold bufs inserted after CTS & 0 \\
\quad Number of levels in the clock H-tree & 1 \\
\quad Clk Latency, worst-skew pair & roughly 0.24 ns \\
\quad Post-CTS sizing & 0 \\
\quad Buffer depth of the longest clock path & 2 \\
\quad CTS Root Buffer Type & sky130\_fd\_sc\_hd\_\_clkbuf\_8 \\
\quad Post-CTS Repair Setup Buffers & 0 \\
\quad Clock slew seen by the registers of the worst setup and hold paths & approximately 0.05 ns \\
\multicolumn{2}{l}{\textbf{Final layout}} \\
\quad Relative area change from synthesis to final layout & 20.3\% \\
\quad Share of cells above drive strength 1 & 0.0556 \\
\multicolumn{2}{l}{\textbf{Outcome}} \\
\quad Outcome & completed \\
\hline
\end{tabular}
[cell usage in the layout, fill, tap and decap left out, drive strengths merged, types with 4 or more instances in the layout]
cell,instances
inv,10
ha,10
dfrtp,10
clkdlybuf4s50,8
nor2,5
nand2,5
dlxtn,5
nand3,4
nand2b,4
a21oi,4
o21ai,4
clkbuf,4
[sequential cells by signal (all words and copies together) (netlist names)]
name and cells:
flag_for3 1, wave_d 5, wave 5, cnt 5
[stage by stage]
stage	cell area, µm²	instances	hold slack, ns	utilization	power (mW)
after detailed placement	1100	176	0.500	0.201	0.239
after global placement	1100	176	0.489	0.201	0.239
final	1140	180	0.500	0.209	0.405
after global routing	1140	180	0.545	0.209	0.432
after floorplan	950	99	0.244	-	0.219
after CTS	1140	180	0.503	0.209	0.412
[power by group]
part	internal, mW	leakage, nW	switching, mW
clock	0.104	0.0228	0.0648
combinational	0.0258	0.245	0.0295
sequential	0.174	0.183	0.00617
total	0.304	0.451	0.101
[path summary, 6_finish.rpt]
| kind | slack (ns) | end | cells after the start | start |
|---|---|---|---|---|
| worst max-delay path | 0.81 | wave[2] | 1 | wave[2] |
| worst min-delay path | 0.50 | cnt[0] | 1 | cnt[0] |
| worst max register to register | 1.49 | flag_for3 | 5 | wave[0] |
| max in group asynchronous | 1.69 | flag_for3 | 1 | rst_n |
| worst min register to register | 0.50 | cnt[0] | 1 | cnt[0] |
| min in group asynchronous | 0.65 | wave[4] | 1 | rst_n |
[kinds of logic after synthesis]
logic type	after synthesis	synth area share
xor gates and xnor gates	3	0.0277
muxes	3	0.0316
latches	5	0.0790
DFF	11	0.291
and+or+nand+nor	32	0.207
adders and majority gates	10	0.132
AOI/OAI and AO/OA	22	0.169
buffers and inverters	13	0.0632
[cell type report]
type / instances / area [µm²]
Clock buffer: 4 / 45.0
Tap cell: 72 / 90.1
Sequential cell: 16 / 352
Multi-Input combinational cell: 70 / 538
Timing Repair Buffer: 8 / 80.1
Inverter: 10 / 37.5
Fill cell: 601 / 4330
[per-layer routing]
layer,global-route usage,vias up,share of wire
li1,-,367,-
met1,0.0663,354,0.51
met2,0.0727,21,0.45
met3,0.00160,2,0.019
met4,0.0125,0,0.022
met5,0,-,0
Power figures rest on the tool's default switching activity, not on a simulated workload.
