==> /design/flow/design.v <==
`timescale 1ns/1ns
module main_mod(
	input clk,
	input rst_n,
	input [7:0]a,
	input [7:0]b,
	input [7:0]c,
	output [7:0]d
);
	wire [7:0] u1_output;
	wire [7:0] u2_output;
	reg [7:0] delay_data;
	min_2 u1(
		.clk(clk),
		.rst_n(rst_n),
		.a(a),
		.b(b),
		.c(u1_output)
		);
	min_2 u2(
		.clk(clk),
		.rst_n(rst_n),
		.a(b),
		.b(c),
		.c(u2_output)
		);
	min_2 u3(
		.clk(clk),
		.rst_n(rst_n),
		.a(u1_output),
		.b(u2_output),
		.c(d)
		);
endmodule
module min_2(
	input clk,
	input rst_n,
	input [7:0]a,
	input [7:0]b,
	output reg [7:0]c
);
always@(posedge clk or negedge rst_n)begin
	if(!rst_n)c<=0;
	else begin
		c<= (a>b) ?b :a;
	end
end
endmodule
==> /design/flow/run.sh <==
#!/bin/bash
# OpenROAD 26Q1-2900-gdf79404cd8, Yosys 0.63+post, stock flow scripts
make -C /OpenROAD-flow-scripts/flow DESIGN_CONFIG=/design/flow/config.mk WORK_HOME=/design/flow/orfs finish
==> /design/flow/config.mk <==
export PLATFORM = sky130hd
export DESIGN_NAME = main_mod
export DESIGN_NICKNAME = main_mod
export VERILOG_FILES = /design/flow/design.v
export SDC_FILE = /design/flow/constraint.sdc
export NUM_CORES = 4
export LEC_CHECK = 1
export CORE_AREA = 10 10 100 100
export DIE_AREA = 0 0 110 110
==> /design/flow/constraint.sdc <==
current_design main_mod

set clk_period 3.5
set clk_io_pct 0.2

create_clock -name clk0 -period $clk_period [get_ports {clk}]

set non_clock_inputs [all_inputs -no_clocks]
set_input_delay [expr $clk_period * $clk_io_pct] -clock clk0 $non_clock_inputs
set_output_delay [expr $clk_period * $clk_io_pct] -clock clk0 [all_outputs]
==> impl_metrics.yaml <==
# implementation run metrics
run_status:
  status: "finished, final reports clean"
timing:
  timing.fmax_mhz: 401
  fin_crit_sh: 0.713
  worst_slew_pin_slew_ns: 0.448
  hold_violations: 0
  timing.final.crit_period_ns: 2.50
  rsz0062_at_grt: "no"
  slew_headroom: 0.701
  setup_slack_ns: 1.00
  setup_tns_ns: 0
  final_max_slew_viol_count: 0
  setup_violations: 0
  finClkSkew_ns: 0.00148
clock_network:
  clk_path_buf_depth: 2
  cts_hold_buf: 0
  cts_buffers: 3
  clock-sinks: 24
  cts_root_buf: "clkbuf_8"
  ctsHtreeMaxLevel: 1
  cts_resized: 0
  postCtsSetupRepairBufs: 0
  cts.clk_slew.worst_paths_ns: 0.07
  cts_tree: "built"
  clock_latency_ns: 0.25
synthesis:
  ys_chip_area_um2: 1490
  ys_cells: 129
  synthCells: 129
  yosys-top-cells-area: "dfrtp_1, ha_1, mux2_2"
  ys_warn_count: 1
  synth.distinct_cells: 19
  postSynthSeqShare: 0.402
  synth_area_um2: 1490
  syn_area_per_cell_um2: 11.6
  synth_top_area_share: 0.402
  yosysTopAreaCell: "dfrtp_1"
  synth-seq-cells: 24
die:
  ios: 34
  die_w_um: 110
  floorplan.core_util: 0.191
  die_area_um2: 12100
  rows: 32
  dieHeight_um: 110
  core_um2: 7810
worst_hold_path:
  whs_endpoint: "u3.c[0]"
  hold_start: "u1.c[0]"
  hold_path_depth: 1
  hold_path_class: "flop to flop"
grt:
  antenna_found_initial: 0
  grt_pass1_wl_um: 5120
  grt_pass1_vias: 1121
  track_usage: 0.0525
  overflow: 0
  grt_max_degree: 25
final_layout:
  syn_to_final_growth_pct: 33.9
  drive_gt1_frac: 0.157
  final_util: 0.256
  finalNonFillerCells: 268
  comb_area_um2: 802
  regArea_um2: 601
  final_common_cell: "clkdlybuf4s50_1"
  layout.cells.most_common_list: "clkdlybuf4s50_1, inv_1, ha_1, dfrtp_1, mux2_2"
  nFillCells: 830
power:
  ir_drop_mv: 0.0972
  power_density_nw_per_um2: 373
  power.leakage_uw: 0.000920
placed_design:
  dp_slack_ns: 0.720
  globalplace.congestion: 0.837
  io_buffers: 33
  dp_hpwl_um: 2690
  dp_cells: 265
detailed_routing:
  post_drt_via_cell_ratio: 3.69
  first_pass_iters: 4
  antenna_cells: 0
  dr_total_vias: 990
  drt_iter0_drc: 17
  antenna_left: 0
  wl_per_cell_um: 11.5
  drcViolationCount: 0
  wirelength_um: 3080
worst_setup_path:
  worstPathRequired_ns: 3.64
  worstSetupPathType: "input port to flop"
  worst_setup_path_end_kind: "flop"
  critPathMaxFanout: 8
  rr_startpoint: "u1.c[1]"
  arrival_ns: 2.63
  rrSetupSlack_ns: 1.50
  start_kind: "input port"
  ff2ff_path_depth: 6
  regToRegEndpoint: "u3.c[2]"
job:
  warnings: 25
  maxCapViolations: 0
[sequential cells by signal, summed over array words and instances (netlist names)]
register / count
u1.c: 8
u2.c: 8
u3.c: 8
[power breakdown]
group	leakage (µW)	total, µW	internal, µW	switching [µW]
clock	0.0000216	150	76.5	73.3
sequential	0.000280	338	322	16.0
combinational	0.000619	258	157	101
[critical path: stages]
cell and delay, ns:
clkdlybuf4s50_1 0.50, inv_1 0.07, ha_1 0.29, nor2b_1 0.13
o211ai_1 0.15, a21oi_1 0.12, o21ai_4 0.29, mux2_2 0.39
[cells by family (layout without fill, tap and decap cells)]
logic type	count (synthesis)	in the layout	synth area share
mux	24	24	0.174
fa+ha+maj	24	24	0.201
simple gates	13	13	0.0495
buf+inv	24	61	0.0604
compound gates	20	20	0.112
flops	24	24	0.402
[area by class of cell]
type | count | area share
multi-input combinational | 81 | 0.401
sequential | 24 | 0.300
timing repair buffer | 34 | 0.169
tap | 102 | 0.0638
inverter | 24 | 0.0451
clock buffer | 3 | 0.0207
[per-stage QoR]
| stage | hold slack [ns] | power, µW | area (µm²) |
|---|---|---|---|
| floorplan | 0.404 | 487 | 1490 |
| global placement | 0.496 | 607 | 1960 |
| detailed placement | 0.489 | 607 | 1960 |
| CTS | 0.507 | 765 | 2000 |
| global route | 0.543 | 804 | 2000 |
| finish | 0.504 | 746 | 2000 |
[worst max path at each step]
stage | from | slack (ns) | cells after the start | endpoint
6_report | b[1] | 1.00 | 8 | u1.c[5]
5_1_grt | c[1] | 0.90 | 8 | u2.c[0]
4_1_cts | b[1] | 0.99 | 8 | u1.c[5]
[cells in the mapped netlist]
cell type and number:
a211oi_1 1, a21oi_1 9, a21oi_2 1, dfrtp_1 24, ha_1 24, inv_1 24
mux2_2 16, mux2i_1 8, nand2_1 2, nand4_1 6, nor2_1 1, nor2b_1 3
o211ai_1 2, o211ai_2 1, o21ai_0 3, o21ai_4 1, o22ai_4 1, o32ai_4 1
or2_2 1
[metal layers]
layer | GRT usage | vias to the layer above | share of wire
met5 | 0 | - | 0
met4 | 0.0102 | 0 | 0.015
met3 | 0.0153 | 2 | 0.077
met2 | 0.0944 | 16 | 0.52
met1 | 0.0607 | 442 | 0.39
li1 | - | 530 | -
Power and IR drop assume default switching activity.
